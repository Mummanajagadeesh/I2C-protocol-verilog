File: config.mk
export PLATFORM = sky130hd
export DESIGN_NAME = top
export DESIGN_NICKNAME = top
export VERILOG_FILES = /design/flow/design.v
export SDC_FILE = /design/flow/constraint.sdc
export NUM_CORES = 4
export LEC_CHECK = 1
export CORE_AREA = 10 10 113 113
export DIE_AREA = 0 0 123 123
File: constraint.sdc
current_design top

set clk_period 3.3
set clk_io_pct 0.2

create_clock -name clk0 -period $clk_period [get_ports {clk}]
create_clock -name clk1 -period $clk_period [get_ports {i2c_scl}]
create_clock -name clk2 -period $clk_period [get_ports {i2c_sda}]

set non_clock_inputs [all_inputs -no_clocks]
set_input_delay [expr $clk_period * $clk_io_pct] -clock clk0 $non_clock_inputs
set_output_delay [expr $clk_period * $clk_io_pct] -clock clk0 [all_outputs]
File: design.v
`timescale 1ns / 1ps
module i2c_master(
    input wire clk,                 
    input wire rst,                 
    input wire [6:0] addr,          
    input wire [7:0] data_in,       
    input wire enable,              
    input wire rw,                  
    output reg [7:0] data_out,      
    output wire ready,              
    inout i2c_sda,                  
    inout wire i2c_scl              
);
    localparam IDLE = 0;
    localparam START = 1;
    localparam ADDRESS = 2;
    localparam READ_ACK = 3;
    localparam WRITE_DATA = 4;
    localparam WRITE_ACK = 5;
    localparam READ_DATA = 6;
    localparam READ_ACK2 = 7;
    localparam STOP = 8;
    localparam DIVIDE_BY = 4;       
    reg [7:0] state;                
    reg [7:0] saved_addr;           
    reg [7:0] saved_data;           
    reg [7:0] counter;              
    reg [7:0] counter2 = 0;         
    reg write_enable;               
    reg sda_out;                    
    reg i2c_scl_enable = 0;         
    reg i2c_clk = 1;                
    assign ready = ((rst == 0) && (state == IDLE)) ? 1 : 0;
    assign i2c_scl = (i2c_scl_enable == 0) ? 1 : i2c_clk;
    assign i2c_sda = (write_enable == 1) ? sda_out : 'bz;
    always @(posedge clk) begin
        if (counter2 == (DIVIDE_BY / 2) - 1) begin
            i2c_clk <= ~i2c_clk;     
            counter2 <= 0;           
        end else begin
            counter2 <= counter2 + 1;  
        end
    end
    always @(negedge i2c_clk or posedge rst) begin
        if (rst == 1) begin
            i2c_scl_enable <= 0;     
        end else begin
            if ((state == IDLE) || (state == START) || (state == STOP)) begin
                i2c_scl_enable <= 0;  
            end else begin
                i2c_scl_enable <= 1;  
            end
        end
    end
    always @(posedge i2c_clk or posedge rst) begin
        if (rst == 1) begin
            state <= IDLE;           
        end else begin
            case (state)
                IDLE: begin
                    if (enable) begin
                        state <= START;   
                        saved_addr <= {addr, rw};   
                        saved_data <= data_in;      
                    end
                end
                START: begin
                    counter <= 7;           
                    state <= ADDRESS;       
                end
                ADDRESS: begin
                    if (counter == 0) begin 
                        state <= READ_ACK;   
                    end else begin
                        counter <= counter - 1;   
                    end
                end
                READ_ACK: begin
                    if (i2c_sda == 0) begin   
                        counter <= 7;        
                        if (saved_addr[0] == 0) state <= WRITE_DATA;  
                        else state <= READ_DATA;                      
                    end else begin
                        state <= STOP;       
                    end
                end
                WRITE_DATA: begin
                    if (counter == 0) begin
                        state <= READ_ACK2;  
                    end else begin
                        counter <= counter - 1;  
                    end
                end
                READ_ACK2: begin
                    if ((i2c_sda == 0) && (enable == 1)) state <= IDLE;  
                    else state <= STOP;   
                end
                READ_DATA: begin
                    data_out[counter] <= i2c_sda;   
                    if (counter == 0) state <= WRITE_ACK;  
                    else counter <= counter - 1;  
                end
                WRITE_ACK: begin
                    state <= STOP;   
                end
                STOP: begin
                    state <= IDLE;   
                end
            endcase
        end
    end
    always @(negedge i2c_clk or posedge rst) begin
        if (rst == 1) begin
            write_enable <= 1;        
            sda_out <= 1;
        end else begin
            case (state)
                START: begin
                    write_enable <= 1;   
                    sda_out <= 0;        
                end
                ADDRESS: begin
                    sda_out <= saved_addr[counter];  
                end
                READ_ACK: begin
                    write_enable <= 0;   
                end
                WRITE_DATA: begin 
                    write_enable <= 1;   
                    sda_out <= saved_data[counter];  
                end
                WRITE_ACK: begin
                    write_enable <= 1;   
                    sda_out <= 0;        
                end
                READ_DATA: begin
                    write_enable <= 0;   
                end
                STOP: begin
                    write_enable <= 1;   
                    sda_out <= 1;        
                end
            endcase
        end
    end
endmodule
module i2c_slave(
    input [6:0] addr_in,    
    inout sda,              
    inout scl               
);
    localparam READ_ADDR = 0;    
    localparam SEND_ACK = 1;     
    localparam READ_DATA = 2;    
    localparam WRITE_DATA = 3;   
    localparam SEND_ACK2 = 4;    
    reg [7:0] addr;              
    reg [7:0] counter;           
    reg [7:0] state = 0;         
    reg [7:0] data_in = 0;       
    reg [7:0] data_out = 8'b11001100;   
    reg sda_out = 0;             
    reg sda_in = 0;              
    reg start = 0;               
    reg write_enable = 0;        
    assign sda = (write_enable == 1) ? sda_out : 'bz;
    always @(negedge sda) begin
        if ((start == 0) && (scl == 1)) begin
            start <= 1;            
            counter <= 7;          
        end
    end
    always @(posedge sda) begin
        if ((start == 1) && (scl == 1)) begin
            state <= READ_ADDR;    
            start <= 0;            
            write_enable <= 0;     
        end
    end
    always @(posedge scl) begin
        if (start == 1) begin      
            case(state)
                READ_ADDR: begin
                    addr[counter] <= sda;       
                    if(counter == 0) begin
                        state <= SEND_ACK;      
                    end else begin
                        counter <= counter - 1;  
                    end
                end
                SEND_ACK: begin
                    if(addr[7:1] == addr_in) begin
                        counter <= 7;           
                        if(addr[0] == 0) begin 
                            state <= READ_DATA;  
                        end else begin
                            state <= WRITE_DATA;  
                        end
                    end else begin
                        state <= READ_ADDR;     
                    end
                end
                READ_DATA: begin
                    data_in[counter] <= sda;    
                    if(counter == 0) begin
                        state <= SEND_ACK2;     
                    end else begin
                        counter <= counter - 1;  
                    end
                end
                SEND_ACK2: begin
                    state <= READ_ADDR;         
                end
                WRITE_DATA: begin
                    if(counter == 0) begin
                        state <= READ_ADDR;     
                    end else begin
                        counter <= counter - 1;  
                    end
                end
            endcase
        end
    end
    always @(negedge scl) begin
        case(state)
            READ_ADDR: begin
                write_enable <= 0;            
            end
            SEND_ACK: begin
                sda_out <= (addr[7:1] == addr_in) ? 0 : 1;  
                write_enable <= 1;            
            end
            READ_DATA: begin
                write_enable <= 0;            
            end
            WRITE_DATA: begin
                sda_out <= data_out[counter];  
                write_enable <= 1;            
            end
            SEND_ACK2: begin
                sda_out <= 0;                 
                write_enable <= 1;            
            end
        endcase
    end
endmodule
`timescale 1ns / 1ps
module top(
    input wire clk,                  
    input wire rst,                  
    input wire [6:0] addr,           
    input wire [7:0] data_in,        
    input wire enable,               
    input wire rw,                   
    output wire [7:0] data_out,      
    output wire ready,               
    inout wire i2c_sda,              
    inout wire i2c_scl               
);
    reg [6:0] slave_address = 7'b0101010;   
    i2c_slave slave_inst (
        .addr_in(slave_address),    
        .sda(i2c_sda),              
        .scl(i2c_scl)               
    );
    i2c_master master_inst (
        .clk(clk),                  
        .rst(rst),                  
        .addr(addr),                
        .data_in(data_in),          
        .enable(enable),            
        .rw(rw),                    
        .data_out(data_out),        
        .ready(ready),              
        .i2c_sda(i2c_sda),          
        .i2c_scl(i2c_scl)           
    );
endmodule
File: run.sh
#!/bin/bash
# OpenROAD 26Q1-2900-gdf79404cd8, Yosys 0.63+post, stock flow scripts
make -C /OpenROAD-flow-scripts/flow DESIGN_CONFIG=/design/flow/config.mk WORK_HOME=/design/flow/orfs finish
==> report_table.html <==
<h2>Synthesis and place &amp; route</h2>
<table>
<tr><th>Metric</th><th>Value</th></tr>
<tr><th colspan="2">Timing</th></tr>
<tr><td>Sum of negative setup slack</td><td>0 ns</td></tr>
<tr><td>RSZ-0062 raised after global routing</td><td>false</td></tr>
<tr><td>Transition at the pin with the smallest max-transition slack</td><td>0.813 ns</td></tr>
<tr><td>Total setup violations reported at the end of the flow</td><td>0</td></tr>
<tr><td>Worst slew margin relative to its limit</td><td>0.457</td></tr>
<tr><td>Count of unclocked register or latch pins</td><td>25</td></tr>
<tr><td>Count of endpoints without a timing constraint</td><td>slightly below 50</td></tr>
<tr><td>Final-report hold violation count</td><td>0</td></tr>
<tr><td>Worst setup skew after layout</td><td>0.00367 ns</td></tr>
<tr><td>Total count of max-transition violations in the final report</td><td>0</td></tr>
<tr><th colspan="2">Clock tree</th></tr>
<tr><td>Number of buffers inserted by post-CTS setup repair</td><td>0</td></tr>
<tr><td>TritonCTS clock tree</td><td>done</td></tr>
<tr><td>Hold buffers post-CTS</td><td>0</td></tr>
<tr><td>Maximum clock path buffer count</td><td>2</td></tr>
<tr><td>Number of buffers inserted during clock tree synthesis</td><td>3</td></tr>
<tr><td>Clock input transition at the sequential cells of the worst setup and hold paths</td><td>around 0.040 ns</td></tr>
<tr><td>Depth of the CTS H-tree</td><td>1</td></tr>
<tr><td>Clock tree root buffer cell</td><td>sky130_fd_sc_hd__clkbuf_8</td></tr>
<tr><td>Post-cts sizing count</td><td>0</td></tr>
<tr><th colspan="2">Worst hold path</th></tr>
<tr><td>End of the worst hold path</td><td>master_inst.counter2[7]</td></tr>
<tr><td>Startpoint of the most critical hold path</td><td>master_inst.counter2[7]</td></tr>
<tr><td>Worst hold path depth</td><td>1</td></tr>
<tr><td>Hold Crit Class</td><td>register to register</td></tr>
<tr><th colspan="2">Logic synthesis</th></tr>
<tr><td>Synthesized instance count</td><td>roughly 140</td></tr>
<tr><td>Main flop type after synthesis</td><td>sky130_fd_sc_hd__edfxtp_1</td></tr>
<tr><td>Synthesized area divided by synthesized cell count</td><td>11.4 um2</td></tr>
<tr><td>Synthesis area per yosys</td><td>around 0.0016 mm2</td></tr>
<tr><td>Cell count in the Yosys report</td><td>143</td></tr>
<tr><td>Synthesis warning total</td><td>just over 40</td></tr>
<tr><td>Mapped cell area</td><td>roughly 0.0016 mm2</td></tr>
<tr><td>Seq cells post-synth</td><td>34</td></tr>
<tr><td>Netlist cell types</td><td>approximately 47</td></tr>
<tr><td>Async set or reset register ratio after synthesis</td><td>0.235</td></tr>
<tr><td>Number of flops mapped to enable cells by yosys</td><td>18</td></tr>
<tr><td>Share of the yosys chip area belonging to registers</td><td>0.551</td></tr>
<tr><th colspan="2">Routing</th></tr>
<tr><td>Antenna diode count</td><td>0</td></tr>
<tr><td>Remaining antenna violation count</td><td>0</td></tr>
<tr><td>DR iter-0 viols</td><td>36</td></tr>
<tr><td>First drt pass iteration count</td><td>3</td></tr>
<tr><td>Overall via count from detail_route</td><td>approximately 1000</td></tr>
<tr><td>Number of vias per cell after detailed routing</td><td>3.56</td></tr>
<tr><td>Routed wire length</td><td>around 2900 um</td></tr>
<tr><td>WL per Instance</td><td>9.91 um</td></tr>
<tr><td>Number of remaining DRC errors</td><td>0</td></tr>
<tr><th colspan="2">Critical path</th></tr>
<tr><td>Worst-case register-to-register setup slack</td><td>approximately 2.0 ns</td></tr>
<tr><td>Startpoint type of the worst setup path</td><td>input pin</td></tr>
<tr><td>Worst path required time</td><td>roughly 2.6 ns</td></tr>
<tr><td>Library cell contributing the largest single delay on the critical path</td><td>sky130_fd_sc_hd__clkdlybuf4s50_1</td></tr>
<tr><td>Crit Path Class</td><td>input pin to primary output</td></tr>
<tr><td>Cell repeated most along the worst path</td><td>sky130_fd_sc_hd__clkdlybuf4s50_1</td></tr>
<tr><td>Cell-by-cell trace of the critical path</td><td>clkdlybuf4s50_1 &gt; nor2b_1 &gt; clkdlybuf4s50_1</td></tr>
<tr><td>Critical Path AT</td><td>~1.8 ns</td></tr>
<tr><td>Top fanout value on the critical path</td><td>4</td></tr>
<tr><td>Capturing element type of the critical path</td><td>primary output</td></tr>
<tr><td>Worst path max stage delay</td><td>around 0.48 ns</td></tr>
<tr><td>Number of cells on the worst reg-to-reg path</td><td>3</td></tr>
<tr><td>Worst r2r dst</td><td>master_inst.i2c_clk</td></tr>
<tr><td>Worst reg2reg startpoint</td><td>master_inst.counter2[5]</td></tr>
<tr><th colspan="2">Power</th></tr>
<tr><td>Leakage</td><td>0.651 nW</td></tr>
<tr><td>Power per cell area</td><td>between 100 and 150 mW/mm2</td></tr>
<tr><td>Peak supply drop</td><td>around 0.10 mV</td></tr>
<tr><th colspan="2">Floorplanning</th></tr>
<tr><td>Number of placed I/O pins</td><td>30</td></tr>
<tr><td>Std-Cell Core Area</td><td>just over 0.01 mm2</td></tr>
<tr><td>Die Width</td><td>between 100 and 150 um</td></tr>
<tr><td>Overall die height</td><td>123 um</td></tr>
<tr><td>DIE AREA</td><td>0.0151 mm2</td></tr>
<tr><td>Standard-cell row count</td><td>37</td></tr>
<tr><td>Starting density of the core</td><td>0.159</td></tr>
<tr><th colspan="2">Place</th></tr>
<tr><td>HPWL after detailed placement</td><td>2160 um</td></tr>
<tr><td>Standard cell area after detailed placement</td><td>approximately 0.0019 mm2</td></tr>
<tr><td>Routability-driven placement congestion ratio</td><td>~0.80</td></tr>
<tr><td>IO buf count</td><td>12</td></tr>
<tr><th colspan="2">Global routing</th></tr>
<tr><td>Leftover overflow at the end of global routing</td><td>0</td></tr>
<tr><td>First-pass GRT wire length</td><td>~4700 um</td></tr>
<tr><td>Number of antenna violations at the first check in global routing</td><td>0</td></tr>
<tr><td>Busiest metal layer after global routing</td><td>met2</td></tr>
<tr><td>GR met1 Demand/Resource</td><td>0.0557</td></tr>
<tr><td>Largest net degree at the start of global routing</td><td>27</td></tr>
<tr><td>Via count of the first global-routing pass</td><td>approximately 1000</td></tr>
<tr><td>Global Route Usage Sum</td><td>0.0375</td></tr>
<tr><td>Met3 layer usage reported by global route</td><td>0.00833</td></tr>
<tr><td>Grt met2 use</td><td>0.0559</td></tr>
<tr><th colspan="2">Flow run</th></tr>
<tr><td>OpenROAD warning count</td><td>about 46</td></tr>
<tr><td>Number of max-cap violations</td><td>0</td></tr>
<tr><th colspan="2">Cells and area</th></tr>
<tr><td>Finished Core Util</td><td>0.186</td></tr>
<tr><td>Layout filler cell count</td><td>~1100</td></tr>
<tr><td>Fraction of layout instances using a drive strength above 1</td><td>0.0714</td></tr>
<tr><td>Layout overhead on the synthesized area</td><td>17.6%</td></tr>
<tr><td>Post-route standard cell area excluding fillers</td><td>~0.0019 mm2</td></tr>
<tr><th colspan="2">Run status</th></tr>
<tr><td>Run status</td><td>finished clean</td></tr>
</table>
## sequential cells by signal, indices dropped and copies added (netlist names)
| register | cells |
|---|---|
| master_inst.counter2 | 8 |
| master_inst.i2c_scl_enable | 1 |
| master_inst.state | 7 |
| master_inst.data_out | 8 |
| master_inst.counter | 8 |
| master_inst.saved_addr | 1 |
| master_inst.i2c_clk | 1 |
## how the worst max path moves through the flow
| stage | start | end | slack, ns | depth (start not counted) |
|---|---|---|---|---|
| after CTS | rst | ready | 0.87 | 3 |
| after global routing | rst | ready | 0.80 | 3 |
| final | rst | ready | 0.88 | 3 |
## cells by family after synthesis
group | synth area share
compound gates | 0.0864
xor+xnor | 0.0642
fa+ha+maj | 0.0306
buf+inv | 0.0528
flops | 0.551
mux | 0.00612
other cells | 0.00459
simple gates | 0.204
## metal layers
layer	up-vias	wire [um]
met5	-	0
met4	0	36
met3	4	170
met2	20	1180
met1	475	1490
li1	533	-
## cell type report
type	count	area (um2)	share of cell area
Clock buffer	4	45.0	0.0234
Inverter	8	30.0	0.0156
Multi-Input combinational cell	95	649	0.337
Sequential cell	34	902	0.469
Tap cell	136	170	0.0884
Timing Repair Buffer	13	128	0.0663
## layout by cell type (no fill, tap or decap), types with 2 or more instances in the layout
cell type / instances
sky130_fd_sc_hd__nor4b_1: 2
sky130_fd_sc_hd__nor3_1: 3
sky130_fd_sc_hd__or3_1: 4
sky130_fd_sc_hd__xnor2_1: 6
sky130_fd_sc_hd__clkbuf_8: 3
sky130_fd_sc_hd__dfrtp_1: 6
sky130_fd_sc_hd__conb_1: 2
sky130_fd_sc_hd__nor4_1: 4
sky130_fd_sc_hd__and3_1: 2
sky130_fd_sc_hd__edfxtp_1: 18
sky130_fd_sc_hd__nand2_1: 8
sky130_fd_sc_hd__a21oi_1: 2
sky130_fd_sc_hd__o21a_1: 4
sky130_fd_sc_hd__nand3b_1: 2
sky130_fd_sc_hd__o31a_1: 3
sky130_fd_sc_hd__nor2b_1: 5
sky130_fd_sc_hd__nor2_1: 12
sky130_fd_sc_hd__clkdlybuf4s50_1: 12
sky130_fd_sc_hd__xor2_1: 6
sky130_fd_sc_hd__nand3_1: 5
sky130_fd_sc_hd__ha_1: 4
sky130_fd_sc_hd__inv_1: 8
sky130_fd_sc_hd__and2_1: 3
sky130_fd_sc_hd__dfxtp_1: 8
## power breakdown
group / leakage, nW / switching (mW) / internal [mW] / total (mW)
Combinational: 0.319 / 0.00605 / 0.00560 / 0.0116
Clock: 0.0228 / 0.0396 / 0.0838 / 0.123
Sequential: 0.309 / 0 / 0.113 / 0.113
## Yosys cell counts, types with 2 or more instances
cell type	instances	area share
sky130_fd_sc_hd__dfxtp_1	8	0.098
sky130_fd_sc_hd__ha_1	4	0.031
sky130_fd_sc_hd__o31a_1	3	0.016
sky130_fd_sc_hd__conb_1	2	0.0046
sky130_fd_sc_hd__nand3b_1	2	0.0092
sky130_fd_sc_hd__nor2b_1	5	0.019
sky130_fd_sc_hd__nand2_1	8	0.018
sky130_fd_sc_hd__o21a_1	4	0.018
sky130_fd_sc_hd__a21oi_1	2	0.0061
sky130_fd_sc_hd__buf_6	2	0.014
sky130_fd_sc_hd__inv_1	8	0.018
sky130_fd_sc_hd__nor3_1	3	0.0092
sky130_fd_sc_hd__and2_1	3	0.011
sky130_fd_sc_hd__or3_1	4	0.015
sky130_fd_sc_hd__xor2_1	6	0.032
sky130_fd_sc_hd__nor4_1	4	0.015
sky130_fd_sc_hd__dfrtp_1	6	0.092
sky130_fd_sc_hd__nand3_1	5	0.015
sky130_fd_sc_hd__nor4b_1	2	0.011
sky130_fd_sc_hd__edfxtp_1	18	0.33
sky130_fd_sc_hd__and3_1	2	0.0076
sky130_fd_sc_hd__nor2_1	12	0.028
sky130_fd_sc_hd__xnor2_1	6	0.032
## critical path, delay by kind of cell
kind                   cells  cell delay (ns)
AND/OR/NAND/NOR            1             0.14
buffers and inverters      2             0.95
## metrics by stage
stage	total power, mW	std cells	hold WS (ns)	setup WS, ns
6_report	0.248	290	0.448	0.882
5_1_grt	0.257	290	0.488	0.802
4_1_cts	0.250	290	0.451	0.866
3_5_place_dp	0.126	286	0.442	0.885
3_3_place_gp	0.127	286	0.447	0.878
2_1_floorplan	0.120	143	0.422	1.93
No activity file was given, so power comes from the tool's default toggle rates.
